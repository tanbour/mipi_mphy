### design/flow/config.mk
export PLATFORM = sky130hd
export DESIGN_NAME = decode_8b_10b
export DESIGN_NICKNAME = decode_8b_10b
export VERILOG_FILES = /design/flow/design.v
export SDC_FILE = /design/flow/constraint.sdc
export NUM_CORES = 4
export LEC_CHECK = 1
export CORE_AREA = 10 10 109 109
export DIE_AREA = 0 0 119 119
### design/flow/constraint.sdc
current_design decode_8b_10b

set clk_period 2.3
set clk_io_pct 0.2

create_clock -name clk0 -period $clk_period [get_ports {clk}]

set non_clock_inputs [all_inputs -no_clocks]
set_input_delay [expr $clk_period * $clk_io_pct] -clock clk0 $non_clock_inputs
set_output_delay [expr $clk_period * $clk_io_pct] -clock clk0 [all_outputs]
### design/flow/run.sh
#!/bin/bash
# OpenROAD 26Q1-2900-gdf79404cd8, Yosys 0.63+post, stock flow scripts
make -C /OpenROAD-flow-scripts/flow DESIGN_CONFIG=/design/flow/config.mk WORK_HOME=/design/flow/orfs finish
### design/flow/design.v
module decode_8b_10b (
    input  wire       clk,
    input  wire       reset,
    input  wire [9:0] datain,
    input  wire       dispin,
    output reg  [8:0] dataout,
    output reg        dispout,
    output reg        code_err,
    output reg        disp_err
);
reg  [9:0] datain_int;
reg        dispin_int;
wire [8:0] dataout_int;
wire       dispout_int;
wire       code_err_int;
wire       disp_err_int;
always @(posedge clk) begin
    if (reset) begin
        datain_int <= 0;
        dispin_int <= 0;
        dataout  <= 0;
        dispout  <= 0;
        code_err <= 0;
        disp_err <= 0;
    end else begin
        datain_int <= datain;
        dispin_int <= dispin;
        dataout  <= dataout_int;
        dispout  <= dispout_int;
        code_err <= code_err_int;
        disp_err <= disp_err_int;
    end
end
decode decode (datain_int, dispin_int, dataout_int, dispout_int, code_err_int, disp_err_int) ;
endmodule
module decode (datain, dispin, dataout, dispout, code_err, disp_err) ;
  input [9:0]   datain ;
  input		dispin ;
  output [8:0]	dataout ;
  output	dispout ;
  output	code_err ;
  output	disp_err ;
  wire ai = datain[0] ;
  wire bi = datain[1] ;
  wire ci = datain[2] ;
  wire di = datain[3] ;
  wire ei = datain[4] ;
  wire ii = datain[5] ;
  wire fi = datain[6] ;
  wire gi = datain[7] ;
  wire hi = datain[8] ;
  wire ji = datain[9] ;
  wire aeqb = (ai & bi) | (!ai & !bi) ;
  wire ceqd = (ci & di) | (!ci & !di) ;
  wire p22 = (ai & bi & !ci & !di) |
	     (ci & di & !ai & !bi) |
	     ( !aeqb & !ceqd) ;
  wire p13 = ( !aeqb & !ci & !di) |
	     ( !ceqd & !ai & !bi) ;
  wire p31 = ( !aeqb & ci & di) |
	     ( !ceqd & ai & bi) ;
  wire p40 = ai & bi & ci & di ;
  wire p04 = !ai & !bi & !ci & !di ;
  wire disp6a = p31 | (p22 & dispin) ;  
   wire disp6a2 = p31 & dispin ;   
   wire disp6a0 = p13 & ! dispin ;  
  wire disp6b = (((ei & ii & ! disp6a0) | (disp6a & (ei | ii)) | disp6a2 |
		  (ei & ii & di)) & (ei | ii | di)) ;
  wire p22bceeqi = p22 & bi & ci & (ei == ii) ;
  wire p22bncneeqi = p22 & !bi & !ci & (ei == ii) ;
  wire p13in = p13 & !ii ;
  wire p31i = p31 & ii ;
  wire p13dei = p13 & di & ei & ii ;
  wire p22aceeqi = p22 & ai & ci & (ei == ii) ;
  wire p22ancneeqi = p22 & !ai & !ci & (ei == ii) ;
  wire p13en = p13 & !ei ;
  wire anbnenin = !ai & !bi & !ei & !ii ;
  wire abei = ai & bi & ei & ii ;
  wire cdei = ci & di & ei & ii ;
  wire cndnenin = !ci & !di & !ei & !ii ;
  wire p22enin = p22 & !ei & !ii ;
  wire p22ei = p22 & ei & ii ;
  wire p31dnenin = p31 & !di & !ei & !ii ;
  wire p31e = p31 & ei ;
  wire compa = p22bncneeqi | p31i | p13dei | p22ancneeqi | 
		p13en | abei | cndnenin ;
  wire compb = p22bceeqi | p31i | p13dei | p22aceeqi | 
		p13en | abei | cndnenin ;
  wire compc = p22bceeqi | p31i | p13dei | p22ancneeqi | 
		p13en | anbnenin | cndnenin ;
  wire compd = p22bncneeqi | p31i | p13dei | p22aceeqi |
		p13en | abei | cndnenin ;
  wire compe = p22bncneeqi | p13in | p13dei | p22ancneeqi | 
		p13en | anbnenin | cndnenin ;
  wire ao = ai ^ compa ;
  wire bo = bi ^ compb ;
  wire co = ci ^ compc ;
  wire do = di ^ compd ;
  wire eo = ei ^ compe ;
  wire feqg = (fi & gi) | (!fi & !gi) ;
  wire heqj = (hi & ji) | (!hi & !ji) ;
  wire fghj22 = (fi & gi & !hi & !ji) |
		(!fi & !gi & hi & ji) |
		( !feqg & !heqj) ;
  wire fghjp13 = ( !feqg & !hi & !ji) |
		 ( !heqj & !fi & !gi) ;
  wire fghjp31 = ( (!feqg) & hi & ji) |
		 ( !heqj & fi & gi) ;
  wire dispout = (fghjp31 | (disp6b & fghj22) | (hi & ji)) & (hi | ji) ;
  wire ko = ( (ci & di & ei & ii) | ( !ci & !di & !ei & !ii) |
		(p13 & !ei & ii & gi & hi & ji) |
		(p31 & ei & !ii & !gi & !hi & !ji)) ;
  wire alt7 =   (fi & !gi & !hi &  
		 ((dispin & ci & di & !ei & !ii) | ko |
		  (dispin & !ci & di & !ei & !ii))) |
		(!fi & gi & hi &  
		 (( !dispin & !ci & !di & ei & ii) | ko |
		  ( !dispin & ci & !di & ei & ii))) ;
  wire k28 = (ci & di & ei & ii) | ! (ci | di | ei | ii) ;
  wire k28p = ! (ci | di | ei | ii) ;
  wire fo = (ji & !fi & (hi | !gi | k28p)) |
	    (fi & !ji & (!hi | gi | !k28p)) |
	    (k28p & gi & hi) |
	    (!k28p & !gi & !hi) ;
  wire go = (ji & !fi & (hi | !gi | !k28p)) |
	    (fi & !ji & (!hi | gi |k28p)) |
	    (!k28p & gi & hi) |
	    (k28p & !gi & !hi) ;
  wire ho = ((ji ^ hi) & ! ((!fi & gi & !hi & ji & !k28p) | (!fi & gi & hi & !ji & k28p) | 
			    (fi & !gi & !hi & ji & !k28p) | (fi & !gi & hi & !ji & k28p))) |
	    (!fi & gi & hi & ji) | (fi & !gi & !hi & !ji) ;
  wire disp6p = (p31 & (ei | ii)) | (p22 & ei & ii) ;
  wire disp6n = (p13 & ! (ei & ii)) | (p22 & !ei & !ii) ;
  wire disp4p = fghjp31 ;
  wire disp4n = fghjp13 ;
  assign code_err = p40 | p04 | (fi & gi & hi & ji) | (!fi & !gi & !hi & !ji) |
		    (p13 & !ei & !ii) | (p31 & ei & ii) | 
		    (ei & ii & fi & gi & hi) | (!ei & !ii & !fi & !gi & !hi) | 
		    (ei & !ii & gi & hi & ji) | (!ei & ii & !gi & !hi & !ji) |
		    (!p31 & ei & !ii & !gi & !hi & !ji) |
		    (!p13 & !ei & ii & gi & hi & ji) |
		    (((ei & ii & !gi & !hi & !ji) | 
		      (!ei & !ii & gi & hi & ji)) &
		     ! ((ci & di & ei) | (!ci & !di & !ei))) |
		    (disp6p & disp4p) | (disp6n & disp4n) |
		    (ai & bi & ci & !ei & !ii & ((!fi & !gi) | fghjp13)) |
		    (!ai & !bi & !ci & ei & ii & ((fi & gi) | fghjp31)) |
		    (fi & gi & !hi & !ji & disp6p) |
		    (!fi & !gi & hi & ji & disp6n) |
		    (ci & di & ei & ii & !fi & !gi & !hi) |
		    (!ci & !di & !ei & !ii & fi & gi & hi) ;
  assign dataout = {ko, ho, go, fo, eo, do, co, bo, ao} ;
   assign disp_err = ((dispin & disp6p) | (disp6n & !dispin) |
		      (dispin & !disp6n & fi & gi) |
		      (dispin & ai & bi & ci) |
		      (dispin & !disp6n & disp4p) |
		      (!dispin & !disp6p & !fi & !gi) |
		      (!dispin & !ai & !bi & !ci) |
		      (!dispin & !disp6p & disp4n) |
		      (disp6p & disp4p) | (disp6n & disp4n)) ;
endmodule
==> results.txt <==
Implementation results

The total area of multi-input combinational cells is 1126 µm². STA on the placed design reports a worst setup slack of 0.08516 ns. The half-perimeter wire length after detailed placement is 3955 µm. Per the OpenROAD floorplan log, the width of the die is 119 µm.

The area fraction in and, or, nand and nor cells after synthesis is 26.30%. Once detail routing completed, the nets flagged for antenna violations numbered 0. The min-delay analysis places its worst path in the category register to register.

In the final layout, flip-flops and latches occupy 462.9 µm². Across all layers, the routed design uses 1700 vias. Per the synthesis report, the number of distinct cell types is 51.

After synthesis, the share of flip-flops with an asynchronous set or reset is 0%. The initial standard-cell utilization of the core is 17.17%. The layout-stage area growth over the synthesis result is 41.04%. The worst supply voltage drop on vdd is 0.2215 mV. The synth_stat.txt file lists the number of cells as 207. The chip height is 119 µm.

The top logic cell family in the synthesized netlist is AND-OR/OR-AND gates. The cell-internal power is 731.5 µW. The number of buffers on the longest clock path is 2.

The layout filler cell count is 1072. The final setup violation count is 0. The count of cells resized by post-cts repair is 0.

According to the floorplan report, the placeable core area is 9639 µm². By area the synthesized netlist is led by dfxtp_1, ha_1, a21oi_1, nor2b_1, nor2_1. According to the timing report, the arrival time at the worst endpoint equals 2.41 ns. The kind of end point of the critical path is a register. The XOR/XNOR share of the synthesized area is 0.5291%.

The register share of total power is 41.6%. CTS placed an instance of clkbuf_8 at the clock tree root. Sequential elements use 27.82% of the synthesized area. The top achievable clock speed is 0.4510 GHz. Setup repair after global routing could not meet its margin everywhere. The skew report gives the latency at the later pin of the worst-skew pair as 0.28 ns. The number of enable flip-flop cells is 0. The global placement routability congestion is 0.9505. The share of cells above drive strength 1 is 19.53%. Entering global routing, the biggest net connects 15 pins. The buffer_ports step reported a buffer count of 24. According to the floorplan report, the total die area is 14160 µm².

Dividing total power by cell area gives a power density of 454.8 nW/µm². The run finished with clean final reports. The largest fanout on the critical path is 11. The actual slew at the worst max-slew pin is 0.4925 ns.

The synthesized netlist handed to floorplanning was reported with a cell count of 207. The top-area cell type share of the netlist area is 27.82%. In the final timing run, aggregate negative setup slack is 0 ns. The critical path is of the register to register type.

The flow reports that combinational logic draws 32.3% of the design power. In this run the core area contains 36 standard-cell rows. TritonRoute output was used to compute an average wire per cell of 12.95 µm. The number of top-level design ports is 25. After synthesis, the mean cell area works out to 7.997 µm². The reported max-cap violation count is 0. The number of iterations in the first detailed-routing pass is 4. The most frequently used flop master after synthesis is dfxtp_1. The required arrival time at the worst endpoint is 2.50 ns. The share of synthesized area spent on multiplexers is 0%. In this run the static leakage power is 0.0009076 µW. The time the worst path needs with I/O delays and setup is 2.217 ns. The design draws 1062 µW. For this run the aggregate overflow at the end of global routing stands at 0.

After clock tree synthesis, the flow added hold-fix buffers numbering 0. For the final database, setup skew stands at 0.008139 ns. The worst slew margin relative to its limit is 66.31%.

TritonCTS built the clock tree. Counting the buffers created by CTS gives 3. Global routing used 7.049% of the available tracks across all layers. The number of synthesized register bits is 23.

The fraction of power consumed by the clock network is 26.1%. The max-slew violation total from the final report is 0. The library cell with the largest summed area after synthesis is dfxtp_1. The sink count of the clock tree is 23.

The number of antenna violations at the first check in global routing is 0. The post-detailed-route DRC marker count is 0. The number of antenna diodes in the final layout is 0. The switching power of the nets is 330.2 µW.

The synthesized chip area reported by yosys is 1655 µm². The mapped netlist covers 1655 µm². Switching power as a fraction of the total was reported as 31.10%. The post-layout period usage of the worst path is 96.40%. Of the total synthesized cell area, the portion taken by full adders, half adders and majority gates is 10.58%. After clock tree synthesis, the setup repair step added 0 buffers. The first global-routing pass estimated 8507 µm of wire.

In this run the tools logged warnings totalling 35. Of the total synthesized cell area, the portion taken by AND-OR and OR-AND cells is 28.12%. The CTS clock-pin slew for the worst setup and hold paths is 0.10 ns. Counting the warning lines in the Yosys log gives 1. The count of routing violations after the opening detailed-route iteration is 138.

The wire length reported by the detailed router is 5037 µm. Dividing the detail-routed via count by the number of cells gives 4.370. CTS built an H-tree with a depth of 1.

The worst setup path is launched from a register. The setup slack after layout is 0.08272 ns. The count of endpoints failing hold in the final timing report is 0.

The number of global-route vias before repair was 1699.
==> power groups by stage <==
| stage | registers (µW) | clock network, µW | logic (µW) |
|---|---|---|---|
| final | 442 | 277 | 343 |
| after CTS | 442 | 286 | 338 |
| after global routing | 447 | 295 | 381 |
==> flip-flops by register name, indices dropped and copies added (netlist names) <==
register and flops:
disp_err 1, dispin_int 1, datain_int 10, dispout 1, dataout 9, code_err 1
==> cell families after synthesis <==
logic type,Yosys count
AOI/OAI and AO/OA,67
xor gates and xnor gates,1
and+or+nand+nor,77
DFF,23
buffers and inverters,25
adders and majority gates,14
==> per-stage QoR <==
stage / utilization (%) / area (µm²) / instances / hold slack (ns)
6_report: 24.22 / 2335 / 389 / 0.5873
5_1_grt: 24.22 / 2335 / 389 / 0.6157
4_1_cts: 23.92 / 2306 / 389 / 0.5881
3_5_place_dp: 23.44 / 2260 / 385 / 0.5637
3_3_place_gp: 23.44 / 2260 / 385 / 0.5702
2_1_floorplan: - / 1677 / 207 / 0.5098
==> critical path, cell delays in order (launching register included) <==
cell and delay, ns:
dfxtp_1 0.35, buf_4 0.18, ha_2 0.23, or3b_2 0.51
a311oi_2 0.28, buf_4 0.18, nor2_1 0.04, o221a_2 0.14
o31ai_1 0.23
==> per-layer routing <==
metal	track usage, %	up-vias	part of all wire, %
met5	0	-	0
met4	1.756	0	2.5
met3	1.631	11	6.1
met2	10.27	50	42
met1	10.26	769	50
li1	-	870	-
==> path summary, 6_finish.rpt <==
check | start | end | slack [ns] | cells after the start
worst min-delay path | dispin_int | disp_err | 0.59 | 2
worst max-delay path | datain_int[2] | disp_err | 0.08 | 8
worst max register to register | datain_int[2] | disp_err | 0.08 | 8
worst min register to register | dispin_int | disp_err | 0.59 | 2
==> synth_stat cells (2+ instances only) <==
library cell and instances:
o32ai_1 2, ha_1 14, or3b_1 2, clkinv_1 2
nand3_1 7, clkbuf_1 5, nor2b_1 13, a31oi_1 7
a311oi_1 4, nor2_1 14, inv_1 12, nor3_1 4
o31ai_1 5, nor4_1 4, nor3b_1 6, buf_2 4
and3_1 4, and2_1 2, o21ai_0 6, or3b_2 3
a221oi_1 2, a211oi_1 5, a21o_1 3, dfxtp_1 23
a21oi_1 17, nand2_1 11, o211ai_1 2
==> cell type report <==
cell class | instances | share of cell area (%)
inverter | 14 | 2.251
multi-input combinational | 159 | 48.23
sequential | 23 | 19.83
timing repair buffer | 56 | 20.58
tap | 133 | 7.128
clock buffer | 3 | 1.768
clock inverter | 1 | 0.2144
==> cells in the final DEF, fill, tap and decap left out, drive strengths merged, types with 2 or more instances in the layout <==
| cell | n |
|---|---|
| buf | 32 |
| clkdlybuf4s50 | 24 |
| dfxtp | 23 |
| a21oi | 18 |
| nor2 | 14 |
| ha | 14 |
| nor2b | 13 |
| inv | 12 |
| nand2 | 11 |
| nand3 | 7 |
| a31oi | 7 |
| nor3b | 6 |
| o21ai | 6 |
| a211oi | 5 |
| o31ai | 5 |
| or3b | 5 |
| nor4 | 4 |
| nor3 | 4 |
| and3 | 4 |
| a311oi | 4 |
| a21o | 3 |
| clkbuf | 3 |
| clkinv | 3 |
| and2 | 3 |
| o211ai | 2 |
| a221oi | 2 |
| o32ai | 2 |
Power figures rest on the tool's default switching activity, not on a simulated workload.
