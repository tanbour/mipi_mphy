<file path="design/flow/config.mk">
export PLATFORM = sky130hd
export DESIGN_NAME = m_phy_rx_sm
export DESIGN_NICKNAME = m_phy_rx_sm
export VERILOG_FILES = /design/flow/design.v
export SDC_FILE = /design/flow/constraint.sdc
export NUM_CORES = 4
export LEC_CHECK = 1
export CORE_UTILIZATION = 30
</file>
<file path="design/flow/constraint.sdc">
current_design m_phy_rx_sm

set clk_period 8.3
set clk_io_pct 0.2

create_clock -name clk0 -period $clk_period [get_ports {clk}]

set non_clock_inputs [all_inputs -no_clocks]
set_input_delay [expr $clk_period * $clk_io_pct] -clock clk0 $non_clock_inputs
set_output_delay [expr $clk_period * $clk_io_pct] -clock clk0 [all_outputs]
</file>
<file path="design/flow/design.v">
module m_phy_rx_sm #(
    parameter RESET_COMPLETION = 16,
    parameter T_LINE_RESET_DETECT = 100
) (
    input  logic clk,
    input  logic reset,
    input  logic power_on,
    input  logic phy_reset,
    input  logic rct,
    input  logic pwm_2_sleep,
    input  logic pwm_2_line_cfg,
    input  logic line_cfg_2_sleep,
    input  logic line_cfg_2_stall,
    input  logic hs_2_stall,
    input  logic hs_2_line_cfg,
    input  logic [1:0] line_state,
    output logic [1:0] phy_state,
    output logic busy
);
localparam DIF_N = 0;
localparam DIF_P = 1;
localparam DIF_Q = 2;
localparam DIF_Z = 3;
logic [1:0] line_state_r = DIF_N;
always_ff @(posedge clk) begin
    line_state_r <= line_state;
end
logic dif_p_2_dif_n;
logic dif_z_2_dif_n;
logic dif_n_2_dif_p;
assign dif_p_2_dif_n = line_state_r == DIF_P && line_state == DIF_N;
assign dif_z_2_dif_n = line_state_r == DIF_Z && line_state == DIF_N;
assign dif_n_2_dif_p = line_state_r == DIF_N && line_state == DIF_P;
typedef enum {ACTIVATED, LINE_RESET, POWERED, UNPOWERED, DISABLED, HIBERN8, SLEEP, PWM_BURST, LINE_CFG, STALL, HS_BURST} state_type;
state_type state;
logic [31:0] count = {32{1'b0}};
logic [31:0] count_timeout = {32{1'b0}};
logic line_reset_detect;
assign line_reset_detect = count_timeout >= T_LINE_RESET_DETECT-1;
always_ff @(posedge clk) begin
    if (reset) begin
        count_timeout <= 0;
    end else if (line_state == DIF_P && line_reset_detect) begin
        count_timeout <= 0;
    end else if (line_state == DIF_P) begin
        count_timeout <= count_timeout + 1;
    end else begin
        count_timeout <= 0;
    end
end
always_ff @(posedge clk) begin
    case (state)
        PWM_BURST : phy_state <= 2'b01;
        LINE_CFG  : phy_state <= 2'b10;
        HS_BURST  : phy_state <= 2'b11;
        default   : phy_state <= 2'b00;
    endcase
end
always_ff @(posedge clk) begin
    if (reset) begin
        state <= UNPOWERED;
        count <= 0;
    end else if (phy_reset) begin
        state <= DISABLED;
        count <= 0;
    end else if (line_reset_detect) begin
        state <= LINE_RESET;
        count <= 0;
    end else begin
        case (state)
            LINE_RESET : begin
                if (dif_p_2_dif_n) begin
                    state <= SLEEP;
                end
            end
            UNPOWERED : begin
                if (power_on) begin
                    state <= DISABLED;
                end
            end
            DISABLED : begin
                if (count >= RESET_COMPLETION-1) begin
                    state <= HIBERN8;
                    count <= 0;
                end else begin
                    count <= count + 1;
                end
            end
            HIBERN8 : begin
                if (line_state == DIF_Z) begin
                    state <= HIBERN8;
                end else if (dif_z_2_dif_n) begin
                    state <= STALL;
                end else begin
                    state <= SLEEP;
                end
            end
            SLEEP : begin
                if (rct) begin
                    state <= HIBERN8;
                end else if (line_state == DIF_N) begin
                    state <= SLEEP;
                end else if (dif_n_2_dif_p) begin
                    state <= PWM_BURST;
                end
            end
            PWM_BURST : begin
                if (pwm_2_sleep) begin
                    state <= SLEEP;
                end else if (pwm_2_line_cfg) begin
                    state <= LINE_CFG;
                end
            end
            LINE_CFG : begin
                if (rct) begin
                    state <= HIBERN8;
                end else if (line_cfg_2_sleep) begin
                    state <= SLEEP;
                end else if (line_cfg_2_stall) begin
                    state <= STALL;
                end
            end
            STALL : begin
                if (rct) begin
                    state <= HIBERN8;
                end else if (line_state == DIF_N) begin
                    state <= STALL;
                end else if (dif_n_2_dif_p) begin
                    state <= HS_BURST;
                end
            end
            HS_BURST : begin
                if (hs_2_stall) begin
                    state <= STALL;
                end else if (hs_2_line_cfg) begin
                    state <= LINE_CFG;
                end
            end
            default : begin
                state <= UNPOWERED;
                count <= 0;
            end
        endcase
    end
end
endmodule
</file>
<file path="design/flow/run.sh">
#!/bin/bash
# OpenROAD 26Q1-2900-gdf79404cd8, Yosys 0.63+post, stock flow scripts
make -C /OpenROAD-flow-scripts/flow DESIGN_CONFIG=/design/flow/config.mk WORK_HOME=/design/flow/orfs finish
</file>
==> deck_impl_summary.md <==
Key Metrics from the Run

Status
  • Status: complete, no violations

Drt
  • Antenna-violating nets left: 0
  • 1st-pass router iterations: 4
  • ANT cells: 0
  • Wl on met1: 2490 um
  • WL per Instance: 10.6 um
  • DR vias: 2097
  • WL final: 4970 um
  • Highest routed layer: met4
  • Vias per cell: 4.48
  • Detailed Route Iter0 Violations: 72
  • Metal3 WL: 241 um
  • DRC viols: 0
  • Routed met2 length: 2170 um

Die
  • Fp util: 31.3%
  • Row count: 35
  • Die Height: 101 um
  • DIE WIDTH: 101 um
  • Io pins: 16
  • Core Area: 0.00937 mm^2
  • Die area: 0.0102 mm^2

STA
  • Final Max Slew Viols: 0
  • Tcrit/Tclk final: 39.0%
  • Final Skew: 0.00723 ns
  • Fmax: 309 MHz
  • Final Hold Vio Count: 0
  • Worst slew pin tran: 0.664 ns
  • Final Critical Period: 3.24 ns
  • Unrepaired setup endpoints after global routing: no
  • Worst slew margin: 55.6%
  • Setup_tns: 0 ns
  • Setup violators final: 0

Clocking
  • Hold buffer count at cts: 0
  • CTS max path bufs: 2
  • CTS tree: done
  • Post-CTS setup buffers: 0
  • Max H-tree Level: 3
  • Clk root buf: clkbuf_8
  • Clock Sinks: 77
  • Total CTS buffers: 9
  • Clock transition at the registers of the reported paths: 0.08 ns
  • Late-Pin Clk Latency: 0.35 ns
  • Post-CTS Resized: 0

Yosys
  • Top cells, area: dfxtp_1 53%, xnor2_1 3.6%, nor2_1 3.5%
  • Ys Warns: 2
  • Post-synth cell types: 52
  • Area of the mapped netlist: 0.00293 mm^2
  • Ys flops: 77
  • Cells after synthesis: 292
  • Largest area contributor in the netlist: dfxtp_1
  • Avg Cell Area, Syn: 10.0 um^2
  • Post-synth EDFFs: 0
  • Max-area cell share: 52.5%
  • Synth Seq Share: 52.5%
  • Top_reg_cell synth: dfxtp_1
  • YS chip area: 0.00293 mm^2
  • Async SR Flop Fraction: 0%
  • Yosys cell count: 292

Setup path
  • Crit-path slowest cell: o21bai_4
  • Reg2reg setup slack: 5.90 ns
  • Max stage delay on crit path: 0.53 ns
  • Crit path kind: primary input to register
  • Reg2reg end: count[13]$_SDFFE_PP0N_
  • Crit Reg-Reg Startpoint: count_timeout[0]$_SDFF_PP0_
  • Crit. End Element: register
  • Worst reg2reg path depth: 6
  • Critical path, cell by cell: clkdlybuf4s50_1 > nor2_1 > nand4bb_1 > o21bai_4 > a21oi_1
  • Arrival time worst endpoint: 3.51 ns
  • Critical Path RT: 8.57 ns
  • Startpoint types: primary input
  • Crit-path max FO: 22

Power
  • Leakage power total: 1.20 nW
  • Sw Share: 23.8%
  • Overall power: 0.658 mW
  • Net Switching: 0.157 mW
  • Clk network pwr share: 39.9%
  • Int Power: 0.501 mW
  • Peak VDD IR: 0.0683 mV
  • Comb pwr share: 2.4%
  • Seq pwr share: 57.7%
  • PwrDens: 190 mW/mm^2

Placed design
  • GP Congestion: 0.787
  • Post-DP HPWL: 3520 um
  • Port bufs: 14

Layout
  • Filler Cell Count: 940
  • Register area: 0.00154 mm^2
  • Share of layout cells above drive strength 1: 12.4%
  • Comb area: 0.00139 mm^2
  • Area delta synth->final: 18.0%

Min path
  • Hold Path Depth: 2
  • Worst Hold Launch: count[9]$_SDFFE_PP0N_
  • Worst min path class: register to register
  • Hold path endpoint: count[9]$_SDFFE_PP0N_

Global routing
  • Gr usage total: 10.9%
  • Gr ovfl total: 0
  • First-pass GRT wire length: 8730 um
  • Number of global-route vias before repair: 1927
  • Largest net degree at the start of global routing: 23
  • Initial antenna violation count: 0

Job
  • Log Warnings: 25
  • Max-cap viol count: 0
## critical path: cells and delay by family
| kind | cells | cell delay (ns) |
|---|---|---|
| buffers and inverters | 1 | 0.46 |
| AND-OR/OR-AND | 2 | 0.73 |
| AND/OR/NAND/NOR | 2 | 0.65 |
## logic make-up (layout without fill, tap and decap cells)
family / count (synthesis) / after routing / synth area share (%)
and+or+nand+nor: 144 / 144 / 30.7
DFF: 77 / 77 / 52.5
AOI/OAI and AO/OA: 34 / 34 / 7.68
buffers and inverters: 18 / 40 / 3.33
xor gates and xnor gates: 16 / 16 / 4.78
adders and majority gates: 2 / 2 / 0.853
other: 1 / 26 / 0.128
## registers in the layout (all words and copies together) (netlist names)
name,cells
count,32
count_timeout,32
state,9
line_state_r,2
phy_state,2
## per-stage QoR
stage               hold WS (ns)  setup WS, ns  std cells  area (um^2)  utilization, %
floorplan                  0.417          5.64        317         3030               -
global placement           0.438          4.83        452         3270            34.9
detailed placement         0.442          4.74        452         3270            34.9
CTS                        0.460          5.11        468         3460            36.9
global route               0.499          4.94        468         3460            36.9
finish                     0.456          5.06        468         3460            36.9
## worst max-delay path by stage
stage	startpoint	endpoint	slack [ns]	depth (start not counted)
4_1_cts	reset	count[13]$_SDFFE_PP0N_	5.11	5
5_1_grt	reset	count[13]$_SDFFE_PP0N_	4.94	5
6_report	reset	count[13]$_SDFFE_PP0N_	5.06	5
## layout make-up
| class | instances | area share (%) |
|---|---|---|
| flip-flops and latches | 77 | 44.5 |
| multi-input cells | 222 | 40.1 |
| well taps | 129 | 4.66 |
| repair buffers | 14 | 4.05 |
| clock buffers | 9 | 3.58 |
| clock inverters | 7 | 1.95 |
| inverters | 10 | 1.08 |
## synthesized netlist by cell type, drive strengths merged, types with 2 or more instances
library cell	number
or2	2
nor3	12
dfxtp	77
and3	5
a41oi	2
and2	9
clkbuf	2
nor2b	2
xnor2	12
ha	2
nor2	37
nand2	13
nand4	7
nor4	18
o21ai	5
nand3	17
and4	5
a21oi	12
a31oi	7
buf	6
xor2	4
inv	10
nand3b	3
nor3b	5
nand4bb	2
## routing by layer
metal / vias to the layer above / global-route usage, %
li1: 1112 / -
met1: 951 / 15.8
met2: 29 / 16.8
met3: 5 / 3.10
met4: 0 / 1.56
met5: - / 0
## cells in the final DEF (no fill, tap or decap), drive strengths merged, types with 9 or more instances in the layout
cell and count:
and2 9, nand2 13, clkdlybuf4s50 14, nor3 12, inv 14, dfxtp 77
nor2 37, xnor2 12, clkbuf 9, conb 26, nor4 18, nand3 17
a21oi 12
## power groups by stage
| stage | Combinational, mW | Sequential [mW] | Clock (mW) |
|---|---|---|---|
| 6_report | 0.0160 | 0.380 | 0.263 |
| 5_1_grt | 0.0180 | 0.381 | 0.291 |
| 4_1_cts | 0.0161 | 0.380 | 0.274 |
Power is estimated from default activity; no workload was simulated.
