[flow/config.mk]
export PLATFORM = sky130hd
export DESIGN_NAME = m_phy_tx_sm
export DESIGN_NICKNAME = m_phy_tx_sm
export VERILOG_FILES = /design/flow/design.v
export SDC_FILE = /design/flow/constraint.sdc
export NUM_CORES = 4
export LEC_CHECK = 1
export CORE_UTILIZATION = 40
[flow/constraint.sdc]
current_design m_phy_tx_sm

set clk_period 6.3
set clk_io_pct 0.2

create_clock -name clk0 -period $clk_period [get_ports {clk}]

set non_clock_inputs [all_inputs -no_clocks]
set_input_delay [expr $clk_period * $clk_io_pct] -clock clk0 $non_clock_inputs
set_output_delay [expr $clk_period * $clk_io_pct] -clock clk0 [all_outputs]
[flow/design.v]
module m_phy_tx_sm #(
    parameter RESET_COMPLETION = 16,
    parameter T_ACTIVE = 16,
    parameter T_LINE_RESET = 16,
    parameter T_HS_PREPARE = 16,
    parameter T_PWM_PREPARE = 16
) (
    input  logic clk,
    input  logic reset,
    input  logic power_on,
    input  logic phy_reset,
    input  logic sap_reset,
    input  logic rct,
    input  logic pwm_2_sleep,
    input  logic pwm_2_line_cfg,
    input  logic line_cfg_2_sleep,
    input  logic line_cfg_2_stall,
    input  logic hs_2_stall,
    input  logic hs_2_line_cfg,
    input  logic [1:0] line_state,
    output logic [1:0] phy_state,
    output logic busy
);
localparam DIF_N = 0;
localparam DIF_P = 1;
localparam DIF_Q = 2;
localparam DIF_Z = 3;
typedef enum {ACTIVATED, LINE_RESET, POWERED, UNPOWERED, DISABLED, HIBERN8, SLEEP, PWM_BURST, LINE_CFG, STALL, HS_BURST} state_type;
state_type state;
logic [31:0] count = {32{1'b0}};
always_ff @(posedge clk) begin
    case (state)
        PWM_BURST : phy_state <= 2'b01;
        LINE_CFG  : phy_state <= 2'b10;
        HS_BURST  : phy_state <= 2'b11;
        default   : phy_state <= 2'b00;
    endcase
end
always_ff @(posedge clk) begin
    if (reset) begin
        state <= UNPOWERED;
        count <= 0;
    end else if (phy_reset) begin
        state <= DISABLED;
        count <= 0;
    end else if (sap_reset) begin
        state <= LINE_RESET;
        count <= 0;
    end else begin
        case (state)
            LINE_RESET : begin
                if (count >= T_LINE_RESET-1 && line_state == DIF_N) begin
                    state <= SLEEP;
                    count <= 0;
                end else if (line_state == DIF_P) begin
                    count <= count + 1;
                end
            end
            UNPOWERED : begin
                if (power_on) begin
                    state <= DISABLED;
                end
            end
            DISABLED : begin
                if (count >= RESET_COMPLETION-1) begin
                    state <= HIBERN8;
                    count <= 0;
                end else begin
                    count <= count + 1;
                end
            end
            HIBERN8 : begin
                if (line_state == DIF_Z) begin
                    count <= 0;
                end else if (count >= T_ACTIVE-1 && line_state == DIF_N) begin
                    state <= STALL;
                    count <= 0;
                end else if (line_state == DIF_N) begin
                    count <= count + 1;
                end else begin
                    state <= SLEEP;
                    count <= 0;
                end
            end
            SLEEP : begin
                if (rct) begin
                    state <= HIBERN8;
                    count <= 0;
                end else if (line_state == DIF_N) begin
                    count <= 0;
                end else if (count >= T_PWM_PREPARE-1 && line_state == DIF_P) begin
                    state <= PWM_BURST;
                    count <= 0;
                end else if (line_state == DIF_P) begin
                    count <= count + 1;
                end
            end
            PWM_BURST : begin
                if (pwm_2_sleep) begin
                    state <= SLEEP;
                end else if (pwm_2_line_cfg) begin
                    state <= LINE_CFG;
                end
            end
            LINE_CFG : begin
                if (rct) begin
                    state <= HIBERN8;
                end else if (line_cfg_2_sleep) begin
                    state <= SLEEP;
                end else if (line_cfg_2_stall) begin
                    state <= STALL;
                end
            end
            STALL : begin
                if (rct) begin
                    state <= HIBERN8;
                    count <= 0;
                end else if (line_state == DIF_N) begin
                    count <= 0;
                end else if (count >= T_HS_PREPARE-1 && line_state == DIF_P) begin
                    state <= HS_BURST;
                    count <= 0;
                end else if (line_state == DIF_P) begin
                    count <= count + 1;
                end
            end
            HS_BURST : begin
                if (hs_2_stall) begin
                    state <= STALL;
                end else if (hs_2_line_cfg) begin
                    state <= LINE_CFG;
                end
            end
            default : begin
                state <= UNPOWERED;
                count <= 0;
            end
        endcase
    end
end
endmodule
[flow/run.sh]
#!/bin/bash
# OpenROAD 26Q1-2900-gdf79404cd8, Yosys 0.63+post, stock flow scripts
make -C /OpenROAD-flow-scripts/flow DESIGN_CONFIG=/design/flow/config.mk WORK_HOME=/design/flow/orfs finish
==> impl_metrics.ini <==
; synthesis and place-and-route metrics
[outcome]
status = finished, final reports clean

[floorplanning]
die_width_um = 85.6
chip_area_um2 = 7320
initCoreUtil_pct = 41.3
fp-row-count = 30
num_io_pins = 17
die.size.y_um = 85.6
coreArea_um2 = 6760

[worst_setup_path]
r2r_end = count[30]
endpoint = count[8]
cp_max_fo = 8
critical_path_class = input port to register
regToRegStartpoint = count[27]
crit_buf_inv = 2
critical_path.top_delay_family = AND-OR/OR-AND gates
reg2regPathDepth = 7
critPathSlowestCell = clkdlybuf4s50_1
endpoint_kind = register
cpPeakStageDelay_ps = 500
worstSetupStartpointType = input port
r2r_slack_ps = 3340
crit_cells = 9
arrival_ps = 3890
crit_chain = clkdlybuf4s50_1 -> inv_1 -> ha_1 -> o31a_1 -> o21ai_0 -> nand2_1 -> nor2_2 -> a31oi_1 -> a311oi_1
crit_start = line_state[0]
cp.required_ps = 6520

[timing]
rsz0062_at_grt = false
post-route-period-util_pct = 58.2
skew_ps = 11.3
worstMarginPinSlew_ps = 812
slew-limit-headroom_pct = 45.6
hold_viol = 0
fmax_mhz = 273
setup_viol = 0
fin_crit_ps = 3670
drv_slew = 0
fin_setup_tns_ps = 0

[placed_design]
gp_congestion = 0.916
dpl_cell_area_um2 = 2990
port_buffers = 15
dpl.hpwl_mm = 6.02

[yosys]
ys_top_cells_by_area = dfxtp_1 (31%), nand2_1 (5.1%), a31oi_1 (3.6%)
ys_area_um2 = 2790
top_cell_area_share_pct = 30.8
yosysWarnings = 2
ys.flop_type = dfxtp_1
ys_types = 65
synth-edff-count = 0
synth_top_cell_by_area = dfxtp_1
top_cell = dfxtp_1
ys_seq_share_pct = 30.8
ys_top_cells_by_count = dfxtp_1 (43), nand2_1 (38), nor2_1 (24), o21ai_0 (20), inv_1 (17)
synthesis.area_per_instance_um2 = 7.74
yosys_cells = 361
netlist_area_um2 = 2790
numSynthFlops = 43
async_flop_share_pct = 0
syn_inst = 361

[clocking]
clk_pin_slew_ps = 90
cts_root_buf = clkbuf_8
cts_setup_buffers = 0
numCtsBuffers = 5
clock_path_buffers = 2
ctsHoldBuffers = 0
clock_sinks = 43
ctsResizeCount = 0
tritoncts = done
clk_latency_ps = 310
htreeDepth = 2

[routing]
vias = 2976
drt_wl_total_mm = 8.53
antenna_left = 0
routed_via_density = 6.58
wl_per_cell_um = 18.9
drt-initial-drc-count = 288
drt_pre_antenna_iters = 6
drc_errors = 0
diodes = 0

[worst_hold_path]
hold_class = register to register
whs_path_depth = 2
hold_start = count[28]

[global_routing]
grt_overflow = 0
grt_pass1_wl_mm = 13.6
grt.total_usage_pct = 24.1
grt_max_degree = 26
grt_pass1_vias = 2609
antenna_found_initial = 0

[flow_run]
max_cap_viol_count = 0
warning_count = 28

[finish]
nFillCells = 696
combGateArea_um2 = 1800
drive_gt1_share_pct = 8.87
syn2layout_area_growth_pct = 11.0
flop_area_um2 = 861
fin_area_um2 = 3100

[power_and_ir_drop]
p_per_area_nw_per_um2 = 178
ir_worst_vdd_mv = 0.0741
leakagePower_nw = 0.916
-- layout by cell type (no fill, tap or decap), types with 9 or more instances in the layout --
cell	n
dfxtp_1	43
nand2_1	38
nor2_1	24
o21ai_0	20
inv_1	17
a31oi_1	16
nand3_1	16
a21oi_1	15
clkdlybuf4s50_1	15
nand4_1	12
nor4_1	11
o21ai_1	11
o211ai_1	9
-- sequential cells by signal (all words and copies together), names as in the netlist --
name and cells:
phy_state 2, state 9, count 32
-- layer usage --
metal	vias to the layer above	wire length (µm)	GRT usage (%)	part of all wire [%]
met5	-	0	0	0
met4	0	174	4.09	2.0
met3	15	554	3.61	6.5
met2	114	3790	37.5	44
met1	1423	4010	36.8	47
li1	1424	-	-	-
-- worst register-to-register path, delay by kind of cell (launching register included) --
| kind | cells | cell delay (ps) |
|---|---|---|
| flops | 1 | 350 |
| simple gates | 4 | 1380 |
| compound gates | 3 | 1160 |
-- through the flow --
step	std cells	setup WS, ps	util [%]	power [W]	hold slack, ps
floorplan	361	3300	-	0.000312	456
global placement	444	2400	44.2	0.000330	475
detailed placement	444	2290	44.2	0.000330	483
CTS	452	2660	45.9	0.000554	497
global route	452	2430	45.9	0.000570	526
finish	452	2630	45.9	0.000551	499
-- how the worst min path moves through the flow --
stage	endpoint	slack, ps
4_1_cts	count[28]	500
5_1_grt	count[29]	530
6_report	count[28]	500
-- report_power, final --
part           leakage [nW]  switching (W)  total (W)  internal (W)
combinational         0.511      0.0000322  0.0000506     0.0000184
sequential            0.347     0.00000151   0.000274      0.000273
clock                0.0581       0.000108   0.000226      0.000118
total                 0.916       0.000141   0.000551      0.000410
-- area by class of cell --
type | count | share of cell area (%)
Clock buffer | 5 | 2.22
Timing Repair Buffer | 17 | 5.33
Tap cell | 80 | 3.23
Multi-Input combinational cell | 287 | 58.0
Inverter | 17 | 2.06
Clock inverter | 3 | 1.41
Sequential cell | 43 | 27.8
-- cell families after synthesis --
group | after synthesis | share of synthesized area (%)
fa+ha+maj | 5 | 2.24
mux | 2 | 0.762
flops | 43 | 30.8
other cells | 1 | 0.134
buf+inv | 31 | 4.84
simple gates | 156 | 30.5
compound gates | 123 | 30.7
Power is estimated from default activity; no workload was simulated.
